==> /design/flow/design.v <==
module 	COUNTER32 (CLR,	ENABL,	Fin,	DOUT, COUT);
	input CLR;
	input ENABL;
	input Fin;
	output  COUT;
	output [3 :0] DOUT;
	reg [3 :0] DOUT;
	reg COUT;
	always @ (posedge Fin or posedge CLR )
		if (CLR)
			DOUT<=0;
		else if (ENABL==1)
		  begin
             if( DOUT<9) 
			   DOUT<=DOUT +1;
		    else
			  DOUT<=0;
		  end
		always @(DOUT)
		   if (DOUT==9)	
		      COUT<=1;
		     else
		      COUT<=0;
endmodule
module FREQ_C ( CLK1Hz,Fin,DATOUT);
	input CLK1Hz;
	input Fin;
	output [31:0] DATOUT;
	wire CNT_EN;
	wire LOAD;
	wire reset;
	FTCTRL ftctrl (
		.CLKK(CLK1Hz),
		.RST_CNT(reset),
		.CNT_EN(CNT_EN),
		.LOAD(LOAD)
	);
	wire [3:0] DATA1;
	wire c1;
	COUNTER32 u1 (
		.CLR(reset),
		.ENABL(CNT_EN),
		.Fin(Fin),
		.DOUT(DATA1),
		.COUT(c1)
	);
	wire [3:0] DATA2;
	wire c2;
	COUNTER32 u2 (
		.CLR(reset),
		.ENABL(CNT_EN),
		.Fin(c1),
		.DOUT(DATA2),
		.COUT(c2)
	);
	wire [3:0] DATA3;
	wire c3;
	COUNTER32 u3 (
		.CLR(reset),
		.ENABL(CNT_EN),
		.Fin(c2),
		.DOUT(DATA3),
		.COUT(c3)
	);	
	wire [3:0] DATA4;
	wire c4;
	COUNTER32 u4 (
		.CLR(reset),
		.ENABL(CNT_EN),
		.Fin(c3),
		.DOUT(DATA4),
		.COUT(c4)
	);
	wire [3:0] DATA5;
	wire c5;
	COUNTER32 u5 (
		.CLR(reset),
		.ENABL(CNT_EN),
		.Fin(c4),
		.DOUT(DATA5),
		.COUT(c5)
	);
	wire [3:0] DATA6;
	wire c6;
	COUNTER32 u6 (
		.CLR(reset),
		.ENABL(CNT_EN),
		.Fin(c5),
		.DOUT(DATA6),
		.COUT(c6)
	);
	wire [3:0] DATA7;
	wire c7;
	COUNTER32 u7 (
		.CLR(reset),
		.ENABL(CNT_EN),
		.Fin(c6),
		.DOUT(DATA7),
		.COUT(c7)
	);
	wire [3:0] DATA8;
	wire c8;
	COUNTER32 u8 (
		.CLR(reset),
		.ENABL(CNT_EN),
		.Fin(c7),
		.DOUT(DATA8),
		.COUT(c8)
	);
	wire [31:0] DATOUT;
	wire [31:0] DAIN;
	 assign DAIN ={DATA8,DATA7,DATA6,DATA5,DATA4,DATA3,DATA2,DATA1};
	REG32B reg32b(
		.LK(LOAD),
		.DIN(DAIN),
		.DAT32(DATOUT)
	);
endmodule
module FTCTRL (CLKK,CNT_EN,RST_CNT,LOAD);
        input CLKK;
        output CNT_EN,RST_CNT,LOAD;
        wire   CNT_EN,LOAD;
        reg RST_CNT,Div2CLK;
        always @ (posedge CLKK)
               Div2CLK <= ~Div2CLK;
        always @(CLKK or Div2CLK)
               begin 
                      if (CLKK == 1'b0 & Div2CLK == 1'b0)
                             RST_CNT <= 1'b1;
                      else 
                             RST_CNT <= 1'b0;
               end
        assign LOAD   =  ~Div2CLK;
        assign CNT_EN =  Div2CLK;
endmodule
module REG32B (LK, DIN, DAT32);
input LK;
input [9:0] DIN;
output [9:0] DAT32;
reg [9:0] DAT32;
always @ (posedge LK)
		if(LK)
			DAT32<=DIN;
		else
			DAT32<=DAT32;
endmodule
==> /design/flow/run.sh <==
#!/bin/bash
# OpenROAD 26Q1-2900-gdf79404cd8, Yosys 0.63+post, stock flow scripts
make -C /OpenROAD-flow-scripts/flow DESIGN_CONFIG=/design/flow/config.mk WORK_HOME=/design/flow/orfs finish
==> /design/flow/config.mk <==
export PLATFORM = sky130hd
export DESIGN_NAME = FREQ_C
export DESIGN_NICKNAME = FREQ_C
export VERILOG_FILES = /design/flow/design.v
export SDC_FILE = /design/flow/constraint.sdc
export NUM_CORES = 4
export LEC_CHECK = 1
export CORE_AREA = 10 10 102 102
export DIE_AREA = 0 0 112 112
==> /design/flow/constraint.sdc <==
current_design FREQ_C

set clk_period 1.0
set clk_io_pct 0.2

create_clock -name clk0 -period $clk_period [get_ports {CLK1Hz}]
create_clock -name clk1 -period $clk_period [get_ports {Fin}]

set non_clock_inputs [all_inputs -no_clocks]
set_input_delay [expr $clk_period * $clk_io_pct] -clock clk0 $non_clock_inputs
set_output_delay [expr $clk_period * $clk_io_pct] -clock clk0 [all_outputs]
==> deck_impl_summary.md <==
Flow Results at a Glance

Global routing
  – First-pass GRT wire length: 3490 microns
  – GR Overflow Total: 0
  – Vias in the first global route: 827
  – Largest net degree at the start of global routing: 13
  – Initial antenna violation count: 0
  – Total Routing Usage GR: 3.28%

Timing
  – Final WS setup: -0.0240 ns
  – Final hold violations: 0
  – Slew Viols, Final: 0
  – Clk_skew: 0.000700 ns
  – RSZ-0062 raised after global routing: true
  – Worst hold slack: 0.230 ns
  – Endpoints left unconstrained: 28
  – Register pins left without a clock: 18
  – Final setup fails: 1

Critical path
  – Worst Path Max Fanout: 4
  – CP Launch Type: flop
  – Flop2flop setup slack: -0.02 ns
  – Crit Path Category: flop to flop
  – WP data arrival: 1.11 ns
  – Worst Setup End Kind: flop
  – CP required: 1.09 ns

Synth
  – #FFs+latches synth: 23
  – YS chip area: 1110 sq um
  – Yosys cell count: 112
  – Max-area cell share: 27.0%
  – Number of cells produced by synthesis: 112
  – Mapped Avg Cell Area: 9.93 sq um
  – Synth Warn #: 5
  – Sequential area share after synthesis: 46.8%
  – Distinct lib cells: 27
  – Post-synth top area cell: dfrtp_1
  – Synthesized cell area: 1110 sq um
  – Top area cell types: dfrtp_1, dfxtp_1, buf_4

Placement
  – Routability cong.: 0.775
  – Placed cell areas: 1290 sq um
  – Post-place setup slack: -0.0240 ns
  – IO buf count: 10

Layout
  – Final design utilization: 19.0%
  – Register area: 520 sq um
  – Fill cells: 880
  – Layout area overhead: 40.5%
  – Design area: 1560 sq um
  – Logic area: 500 sq um
  – Layout cells sized above 1: 26.1%

Detailed routing
  – Detailed-route DRC error count: 0
  – Via count: 775
  – Vias per inst: 3.14
  – First drt pass iteration count: 4
  – WL per Instance: 8.95 microns
  – Antenna fix cells: 0
  – Number of routed nets with antenna violations: 0
  – Initial DRC count: 20
  – Post-Route WL: 2210 microns

Floorplan
  – Horiz. Die Dim: 112 microns
  – Core area: 8220 sq um
  – Floorplan core density: 13.5%
  – Cell Rows: 33
  – Die height: 112 microns
  – I/O pin cnt: 34
  – Die area: 12,500 sq um

Run status
  – Status: complete, but fails checks
  – Failing checks: setup timing

Pwr
  – Pwr per Cell Area: 1320 nW/um^2
  – Max VDD drop: 0.574 mV
  – Static Leak: 0.702 nW
  – Final Power: 2.06 mW

Flow run
  – Maxcap violations: 0
  – Tool warnings: 33

Hold path
  – Worst Hold Class: clock port to async pin

Clock network
  – CTS tree: built
  – CTS clk-pin slew, worst paths: 0.03 ns
## report_power, final
part	switching, mW	leakage [nW]	internal (mW)
clock network	0.460	0.112	1.41
registers	0	0.256	0.193
logic	0.00433	0.335	0
## area by class of cell
| type | instances | share of cell area (%) |
|---|---|---|
| Timing Repair Buffer | 19 | 10.7 |
| Inverter | 9 | 2.16 |
| Sequential cell | 23 | 33.3 |
| Tap cell | 105 | 8.41 |
| Clock inverter | 1 | 1.92 |
| Clock buffer | 13 | 11.4 |
| Multi-Input combinational cell | 77 | 32.0 |
## kinds of logic after synthesis
family / synth area share, %
AOI/OAI and AO/OA: 10.7
adders and majority gates: 9.00
buffers and inverters: 19.3
DFF: 46.8
muxes: 2.36
other: 0.337
and+or+nand+nor: 11.5
## metrics by stage
stage | setup TNS [ns] | cells
floorplan | 0 | 133
global placement | -0.0101 | 230
detailed placement | -0.0438 | 230
CTS | -0.0112 | 244
global route | -0.124 | 247
finish | -0.0240 | 247
## cell usage after synthesis, drive strengths merged
cell      n
buf      24
dfrtp    12
nand2    12
dfxtp    11
inv       9
ha        8
o21ai     6
a21oi     5
a21o      4
nand2b    4
nand3     3
nor2      3
mux2      2
a31oi     1
a41oi     1
and3      1
conb      1
nand4     1
nor3      1
o2111ai   1
o22ai     1
or2       1
## worst max-delay path: stages, from the launching register on
cell and delay (ns):
dfrtp_1 0.39, inv_2 0.07, ha_4 0.18, o2111ai_2 0.16, nand2_1 0.09
## worst paths after layout
check / startpoint / endpoint / cells past startpoint
max: u1.DOUT[0] / u1.DOUT[2] / 4
max in group asynchronous: ftctrl.Div2CLK / u1.DOUT[0] / 4
min in group clk1: u1.DOUT[2] / u1.DOUT[2] / 2
min reg2reg: u1.DOUT[2] / u1.DOUT[2] / 2
min: CLK1Hz / u1.DOUT[2] / 7
min in group clk0: ftctrl.Div2CLK / ftctrl.Div2CLK / 2
max in group clk0: ftctrl.Div2CLK / ftctrl.Div2CLK / 2
max reg2reg: u1.DOUT[0] / u1.DOUT[2] / 4
## sequential cells by signal, indices dropped and copies added (netlist names)
register        count
reg32b.DAT32       10
u1.DOUT             4
u3.DOUT             4
u2.DOUT             4
ftctrl.Div2CLK      1
## per-layer routing
metal  global-route usage, %  up-vias  part of all wire, %
li1                        -      381                    -
met1                    3.43      344                   43
met2                    4.55       41                   44
met3                    2.28        9                  8.8
met4                    2.37        0                  3.5
met5                       0        -                    0
## layout by cell type, fill, tap and decap left out, types with 2 or more instances in the layout
cell type,netlist,layout
clkbuf_8,0,13
inv_1,9,7
nand3_1,3,3
a21oi_1,4,3
ha_1,8,6
nand2_1,12,12
dfrtp_1,12,12
clkdlybuf4s50_1,0,10
conb_1,1,22
buf_4,22,9
dfxtp_1,11,11
nand2b_1,3,3
inv_2,0,2
a21o_1,4,4
nor2_1,3,2
o21ai_0,6,4
## timing repair
action	in CTS	in global routing
gates resized	7	4
endpoints found under the setup margin	3	4
hold buffers	0	0
buffers inserted	0	3
pin swaps	2	5
endpoints found under the hold margin	0	0
Power and IR drop assume default switching activity.
