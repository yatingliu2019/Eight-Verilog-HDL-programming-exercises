===== flow/config.mk =====
export PLATFORM = sky130hd
export DESIGN_NAME = SHIF6R
export DESIGN_NICKNAME = SHIF6R
export VERILOG_FILES = /design/flow/design.v
export SDC_FILE = /design/flow/constraint.sdc
export NUM_CORES = 4
export LEC_CHECK = 1
export CORE_AREA = 10 10 70 70
export DIE_AREA = 0 0 80 80

===== flow/constraint.sdc =====
current_design SHIF6R

set clk_period 1.7
set clk_io_pct 0.2

create_clock -name clk0 -period $clk_period [get_ports {clk}]

set non_clock_inputs [all_inputs -no_clocks]
set_input_delay [expr $clk_period * $clk_io_pct] -clock clk0 $non_clock_inputs
set_output_delay [expr $clk_period * $clk_io_pct] -clock clk0 [all_outputs]

===== flow/design.v =====
module SHIF6R(clk,din,dout);
	input [5:0] din;
	input clk;
	output dout;
	wire dout;
	reg [5:0] qtemp;
	(* synthesis,keep *) wire en;
	reg [2:0] temp;
	always@(posedge clk )
		begin
			if(en == 1)qtemp <= din; 
			else qtemp <= {qtemp[0],qtemp[5:1]};		
		end
		assign en=(temp==5)? 1:0;
		assign dout = qtemp[0];
		always@(posedge clk)
		begin
		if(temp<5)temp <=temp+1;
		else temp<=0;
		end
endmodule

===== flow/run.sh =====
#!/bin/bash
# OpenROAD 26Q1-2900-gdf79404cd8, Yosys 0.63+post, stock flow scripts
make -C /OpenROAD-flow-scripts/flow DESIGN_CONFIG=/design/flow/config.mk WORK_HOME=/design/flow/orfs finish

==> reports/results.tsv <==
stage	metric	value	unit
outcome	status	finished, final reports clean	
sta	Slew HR	86.0	%
grt	largest net degree at the start of global routing	7	
detailed_routing	DRT antenna net count	0	
sta	min cycle time layout	1390	ps
setup_path	crit path DAT	1050	ps
setup_path	Setup CP Type	flip-flop to output port	
setup_path	Worst Path Buf+Inv	1	
detailed_routing	vias per cell	2.40	
grt	number of global-route vias before repair	204	
setup_path	reg2reg setup slack	470	ps
synthesis	area of the mapped netlist	343	um2
finish	Syn-to-layout area delta	44.9	%
power	Sequential Power Share	54.3	%
detailed_routing	Vias	194	
power	peak supply drop	0.174	mV
setup_path	crit-path max FO	2	
detailed_routing	drt drc	0	
setup_path	WP data required	1360	ps
power	Comb pwr share	6.6	%
sta	setup violators final	0	
power	total power	407	uW
setup_path	worst stage delay on the critical path	460	ps
setup_path	reg2reg end	qtemp[1]	
hold_path	Min-Delay Path Class	flip-flop to flip-flop	
clock_network	hold buffer count at cts	0	
sta	Slew @ Worst Pin	209	ps
finish	FILL cells	387	
clock_network	H-tree depth	1	
setup_path	worst r2r src	temp[1]	
hold_path	hold endpoint	qtemp[4]	
job	OpenROAD warning count	26	
detailed_routing	drt pass-1 iters	2	
setup_path	R2R cell count	4	
setup_path	Worst setup SP type	flip-flop	
floorplanning	chip height	80	um
finish	comb. cell area	159	um2
power	internal power	332	uW
finish	Top Layout Cells	dfxtp_1 (9), clkdlybuf4s50_1 (7), mux2_4 (6)	
clock_network	CTS tree	done	
synthesis	Avg Cell Area, Syn	14.3	um2
sta	final worst-path cycle share	81.6	%
clock_network	CTS resizes	0	
detailed_routing	Detailed Route WL	587	um
synthesis	synth warn	1	
finish	post-route cell area	497	um2
floorplanning	boundary pin count	8	
finish	Core Util, Final	14.5	%
synthesis	Cells after Synth	24	
power	sw frac	18.4	%
hold_path	Cells on Worst Hold Path	1	
floorplanning	fp util	10.0	%
sta	Clock Skew	1.34	ps
job	MaxCap Viol Count	0	
floorplanning	Die W	80	um
sta	RSZ-0062 raised after global routing	no	
setup_path	highest-delay cell along the critical path	clkdlybuf4s50_1	
finish	register area	180	um2
detailed_routing	DR WL/cell	7.25	um
floorplanning	Core Area	3420	um2
power	Clk pwr share	39.0	%
clock_network	clock tree sinks	9	
clock_network	clock-pin slew on the worst setup and hold paths	60	ps
power	cell area power density	819	nW/um2
sta	Max Clk Rate	721	MHz
clock_network	Late-Pin Clk Latency	250	ps
hold_path	hold path start	qtemp[5]	
grt	initial antenna violation count	0	
setup_path	worst path cell trace	clkdlybuf4s50_1	
floorplanning	chip area	6400	um2
sta	fin. max-slew vios	0	
power	leakage	0.000207	uW
grt	first-pass GRT wire length	917	um
detailed_routing	drt initial violations	3	
sta	setup tns final	0	ps
clock_network	cts bufs inserted	3	
clock_network	CTS Buffer Depth	2	
placement	GP Congestion	0.676	
clock_network	Setup Fix Bufs, Post-CTS	0	
placement	Buffers on Ports	7	
setup_path	Worst Setup End Kind	output port	
sta	Hold Vio Cnt, Final	0	
placement	Detail Placement HPWL	438	um
grt	GRT Total Usage	1.98	%
clock_network	CTS root buffer	clkbuf_4	
placement	placed cell areas	470	um2
setup_path	crit-path leading delay family	buffers and inverters	
power	Switching Power	75.0	uW
floorplanning	Rows	21	
grt	grt total ovfl	0	
finish	most used logic cell in the final layout	dfxtp_1	
detailed_routing	ANT cells	0	
finish	proportion of layout cells with a drive suffix above 1	31.4	%
per-stage QoR:
step                      hold slack, ps  instances  setup slack [ps]
after global routing                 471         81               248
after floorplan                      436         24               553
after CTS                            461         81               293
after detailed placement             446         77               492
final                                460         81               312
after global placement               447         77               513
area by class of cell:
type / count / share of cell area [%]
flip-flops and latches: 9 / 36.3
multi-input cells: 14 / 32.0
repair buffers: 7 / 14.1
well taps: 46 / 11.6
inverters: 1 / 0.756
clock buffers: 4 / 5.29
sequential cells by signal, summed over array words and instances, names as in the netlist:
name,cells
temp,3
qtemp,6
worst max-delay path by stage:
| stage | start | end | cells past startpoint |
|---|---|---|---|
| finish | qtemp[0] | dout | 1 |
| CTS | qtemp[0] | dout | 1 |
| global route | qtemp[0] | dout | 1 |
routing by layer:
metal | global-route usage (%) | part of all wire [%]
met5 | 0 | 0
met4 | 0.176 | 0
met3 | 2.50 | 20
met2 | 2.41 | 38
met1 | 2.16 | 41
power groups by stage:
stage | clock network (uW) | registers (uW) | logic [uW]
5_1_grt | 181 | 222 | 29.4
6_report | 159 | 221 | 27.0
4_1_cts | 170 | 221 | 27.8
Power and IR drop assume default switching activity.
